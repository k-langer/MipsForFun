==> design/flow/design.v <==
module system ( 
    input clk, 
    input reset,
    input [31:0] IntrAddr_FL0, 
    input [31:0] IntrFill_FL0, 
    input  [31:0] PcReq_SY0, 
    output [31:0] InstrFill_SY0);
    reg [31:0] RAM[63:0];
    always @(posedge clk)
        RAM[IntrAddr_FL0[5:0]] <= IntrFill_FL0[31:0]; 
    assign InstrFill_SY0 = RAM[PcReq_SY0[7:2]];
endmodule
==> design/flow/run.sh <==
#!/bin/bash
# OpenROAD 26Q1-2900-gdf79404cd8, Yosys 0.63+post, stock flow scripts
make -C /OpenROAD-flow-scripts/flow DESIGN_CONFIG=/design/flow/config.mk WORK_HOME=/design/flow/orfs finish
==> design/flow/config.mk <==
export PLATFORM = sky130hd
export DESIGN_NAME = system
export DESIGN_NICKNAME = system
export VERILOG_FILES = /design/flow/design.v
export SDC_FILE = /design/flow/constraint.sdc
export NUM_CORES = 4
export LEC_CHECK = 1
export CORE_UTILIZATION = 50
==> design/flow/constraint.sdc <==
current_design system

set clk_period 9.9
set clk_io_pct 0.2

create_clock -name clk0 -period $clk_period [get_ports {clk}]

set non_clock_inputs [all_inputs -no_clocks]
set_input_delay [expr $clk_period * $clk_io_pct] -clock clk0 $non_clock_inputs
set_output_delay [expr $clk_period * $clk_io_pct] -clock clk0 [all_outputs]
==> out/metrics.json <==
{
  "status": {"value": "finished clean"},
  "drc_violation_total_after_the_first_tritonroute_iteration": {"value": 2190},
  "worst_ir_drop_vdd": {"value": 158, "unit": "uV"},
  "max_slew.worst_pin.slew": {"value": 880, "unit": "ps"},
  "htreeDepth": {"value": 4},
  "via_count": {"value": 35900},
  "yosys.stat.seqShare": {"value": 0.793},
  "timing.final.crit_period": {"value": 8000, "unit": "ps"},
  "finalSetupViolCount": {"value": 0},
  "grt.total_usage": {"value": 0.284},
  "postSynth.asyncResetShare": {"value": 0},
  "dieHeight": {"value": 396, "unit": "microns"},
  "log.warning_count": {"value": 82},
  "place.gp.congestion": {"value": 0.824},
  "cts.sink_count": {"value": 2048},
  "synthesis.instances": {"value": 3285},
  "drt_drc_violations_left": {"value": 0},
  "enable_flop_cells": {"value": 2048},
  "fp.dieArea": {"value": 0.157, "unit": "sq mm"},
  "hold_violations": {"value": 0},
  "fillerInstances": {"value": 10600},
  "drt_pre_antenna_iters": {"value": 7},
  "floorplan.initialDensity": {"value": 0.503},
  "antenna_found_initial": {"value": 8},
  "max_ffs_per_register": {"value": 2048},
  "synth_stat.cells": {"value": 3285},
  "cp.buffers_inverters": {"value": 4},
  "setup_repair_after_global_routing_missed_its_margin": {"value": "no"},
  "avgViaCountPerCell": {"value": 6.27},
  "power.share.switching": {"value": 0.209},
  "placementRows": {"value": 144},
  "coreArea": {"value": 0.154, "unit": "sq mm"},
  "drt-wirelength-per-cell": {"value": 33.4, "unit": "microns"},
  "grt_overflow_total": {"value": 0},
  "timing.final.max_slew_violations": {"value": 0},
  "drt-met1-wl": {"value": 53800, "unit": "microns"},
  "timing.setup.tns": {"value": 0, "unit": "ps"},
  "mi_logic_area": {"value": 0.0155, "unit": "sq mm"},
  "slew-limit-headroom": {"value": 0.413},
  "grt_first_pass_wirelength": {"value": 275000, "unit": "microns"},
  "met3_wl": {"value": 41400, "unit": "microns"},
  "maximum_fanout_encountered_on_the_critical_timing_path": {"value": 102},
  "net-switching-power": {"value": 3.73, "unit": "mW"},
  "critical_path.max_stage_delay": {"value": 700, "unit": "ps"},
  "synth-area-yosys": {"value": 0.0775, "unit": "sq mm"},
  "critPathRequiredTime": {"value": 7920, "unit": "ps"},
  "post_synth.cell_area_avg": {"value": 23.6, "unit": "sq um"},
  "floorplan.die.width": {"value": 396, "unit": "microns"},
  "number_of_global_route_vias_before_repair": {"value": 40700},
  "clockRootBuffer": {"value": "clkbuf_16"},
  "floorplan.io_pins": {"value": 130},
  "cts.reportedPaths.clkPinSlew": {"value": 60, "unit": "ps"},
  "synth.lib_cells_used.distinct": {"value": 31},
  "placed_cells": {"value": 5360},
  "comb_power_share": {"value": 0.052},
  "fraction_of_final_layout_cells_with_drive_strength_greater_than_1": {"value": 0.284},
  "routed_wl": {"value": 191000, "unit": "microns"},
  "port_buffers": {"value": 76},
  "power_leakage": {"value": 27.0, "unit": "nW"},
  "fmaxAchievable": {"value": 125, "unit": "MHz"},
  "synth.yosys.warnings": {"value": 1},
  "cts_buffers": {"value": 199},
  "postCtsSetupRepairBufs": {"value": 0},
  "crit_path_top_delay_cell": {"value": "a21oi_1"},
  "cp_data_arrival_time": {"value": 6020, "unit": "ps"},
  "cp-end-kind": {"value": "output pin"},
  "timing.setup.critical_path_class": {"value": "in2out"},
  "pwr-share-seq": {"value": 0.542},
  "highest_layer": {"value": "met5"},
  "clock_tree_from_tritoncts": {"value": "yes"},
  "layout.cells.non_filler": {"value": 5727},
  "synth.ff_latch_count": {"value": 2048},
  "grt_start_max_net_pins": {"value": 103},
  "timing.critical_path.from_type": {"value": "input pin"},
  "area_delta_synth_final": {"value": 13.1, "unit": "%"},
  "area.sequential": {"value": 0.0615, "unit": "sq mm"},
  "cts_max_path_buffers": {"value": 3},
  "place_hpwl": {"value": 102000, "unit": "microns"},
  "drv.max_cap_violation_count": {"value": 0},
  "cts_repair_resize_count": {"value": 0},
  "clkPwrFrac": {"value": 0.406},
  "route.met2.wl": {"value": 90200, "unit": "microns"},
  "synth.cell_area": {"value": 0.0775, "unit": "sq mm"},
  "power.density": {"value": 203, "unit": "mW/mm^2"},
  "min-delay-path-class": {"value": "in2reg"},
  "worst_hold_slack": {"value": 1440, "unit": "ps"},
  "flop_cell": {"value": "edfxtp_1"},
  "cts_hold_repair.buffers": {"value": 0},
  "internal_power": {"value": 14.1, "unit": "mW"},
  "cp_top_family": {"value": "buffers and inverters"},
  "timing.critical_path.cells": {"value": "buf_8, buf_12, buf_4, mux4_2, a22oi_1, nand4_1, a21oi_1, nor2_1, clkdlybuf4s50_1"},
  "finalCritPeriodShare": {"value": 0.808},
  "ant_nets_after_route": {"value": 0}
}
synthesized netlist by cell type (all sizes together), types with 22 or more instances:
master,number,share of area
edfxtp,2048,0.79
mux4,512,0.15
nor2,112,0.0054
buf,101,0.0088
clkbuf,92,0.0045
o22ai,78,0.0063
a221oi,66,0.0075
a21oi,57,0.0037
a22o,48,0.0054
a22oi,38,0.0037
mux2i,31,0.0040
o221ai,23,0.0026
nand2,22,0.0011
layout make-up:
cell class | instances | area share
antenna | 4 | 0.000114
clock inverter | 123 | 0.0124
multi-input combinational | 1044 | 0.177
timing repair buffer | 224 | 0.0210
clock buffer | 240 | 0.0590
sequential | 2048 | 0.701
tap | 2044 | 0.0292
power by group through the flow:
stage | Combinational [mW] | Clock, mW | Sequential (mW)
after CTS | 0.944 | 7.36 | 9.67
after global routing | 1.01 | 7.71 | 9.67
final | 0.934 | 7.24 | 9.67
kinds of logic (layout without fill, tap and decap cells):
logic type / after synthesis / after routing / synth area share
DFF: 2048 / 2048 / 0.793
muxes: 543 / 543 / 0.153
AOI/OAI and AO/OA: 320 / 320 / 0.0300
buffers and inverters: 193 / 587 / 0.0133
and+or+nand+nor: 181 / 181 / 0.0105
other: 0 / 4 / 0
cells in the final DEF, fill, tap and decap left out, types with 21 or more instances in the layout:
cell / n
a21oi_1: 57
a221oi_1: 66
a22o_1: 48
a22oi_1: 38
buf_2: 33
buf_4: 138
clkbuf_1: 39
clkbuf_16: 201
clkdlybuf4s50_1: 40
clkinv_1: 53
clkinv_2: 33
edfxtp_1: 2048
mux2i_1: 31
mux4_2: 512
nand2_1: 21
nor2_1: 46
nor2_4: 65
o221ai_1: 23
o22ai_1: 78
path summary, 6_finish.rpt:
check	start	end	slack (ps)	cells past startpoint
min	IntrFill_FL0[27]	RAM[2][27]	1440	1
max	PcReq_SY0[3]	InstrFill_SY0[8]	1900	9
routing by layer:
metal  global-route usage  vias to the layer above
met5               0.0185                        -
met4               0.0645                       14
met3                0.265                      315
met2                0.398                     2844
met1                0.329                    18000
li1                     -                    14700
per-stage QoR:
stage | setup slack (ps) | area (sq um) | power [mW] | util
2_1_floorplan | 4430 | 77500 | 10.3 | -
3_3_place_gp | 2100 | 81400 | 10.8 | 0.528
3_5_place_dp | 2110 | 81400 | 10.8 | 0.528
4_1_cts | 2090 | 87700 | 18.0 | 0.569
5_1_grt | 1820 | 87700 | 18.4 | 0.569
6_report | 1900 | 87700 | 17.8 | 0.569
Power is estimated from default activity; no workload was simulated.
